==> flow/design.v <==
module bcd7seg_hex (
	input s3, s2, s1, s0, c0,
	output a, b, c, d, e, f, g, h
	);
	wire s4;
	wire s5;
	wire s6;
	wire s7;
	assign h = ~c0;
	assign s6 = ~ s3;
	assign s5 = ~ s2;
	assign s4 = ~ s1;
	assign s7 = ~ s0;
	assign a = ((s0 & s4 & s5 & s6) | (s7 & s4 & s2) | (s0 & s1 & s5 & s3) | (s4 & s2 & s3));
	assign b = ((s0 & s4 & s2 & s6) | (s7 & s1 & s2) | (s0 & s1 & s3) | (s7 & s2 & s3));
	assign c = ((s7 & s1 & s5 & s6) | (s7 & s2 & s3) | (s1 & s2 & s3));
	assign d = ((s0 & s4 & s5 & s6) | (s7 & s4 & s2 & s6) | (s0 & s1 & s2) | (s7 & s1 & s5 & s3));
	assign e = ((s0 & s6) | (s0 & s4 & s5) | (s4 & s2 & s6));
	assign f = ((s0 & s5 & s6) | (s0 & s1 & s6) | (s1 & s5 & s6) | (s4 & s2 & s3));
	assign g = ((s0 & s1 & s2 & s6) | (s4 & s5 & s6));
endmodule
module full_sum (
	input in_b0, in_b1, in_b2, in_b3, in_a0, in_a1, in_a2, in_a3, in_cy,
	output out_s0, out_s1, out_s2, out_s3, out_cy0
	);
	wire f_out_cy0_f_in_cy1;
	wire f_out_cy1_f_in_cy2;
	wire f_out_cy2_f_in_cy3;
	sum sum0(in_b0,in_a0,in_cy,f_out_cy0_f_in_cy1,out_s0);
	sum sum1(in_b1,in_a1,f_out_cy0_f_in_cy1,f_out_cy1_f_in_cy2,out_s1);
	sum sum2(in_b2,in_a2,f_out_cy1_f_in_cy2,f_out_cy2_f_in_cy3,out_s2);
	sum sum3(in_b3,in_a3,f_out_cy2_f_in_cy3,out_cy0,out_s3);
endmodule
module sum (
	input in_b,in_a,in_cy,
	output out_cy,out_sum
	);
	assign out_sum = ((in_b ^ in_a) ^ in_cy);
	assign out_cy = ((in_a & in_b) | ((in_b | in_a) & in_cy));
endmodule
module sum7seg_hex (
	input x0,x1,x2,x3,y0,y1,y2,y3,carry_in,
	output led_a,led_b,led_c,led_d,led_e,led_f,led_g,led_h);
	wire first;
	wire second;
	wire third;
	wire fourth;
	wire fifth;
	full_sum full_sum0(x0,x1,x2,x3,y0,y1,y2,y3,carry_in,first,second,third,fourth,fifth);
	bcd7seg_hex deco(fourth,third,second,first,fifth,led_a,led_b,led_c,led_d,led_e,led_f,led_g,led_h);
endmodule	
==> flow/run.sh <==
#!/bin/bash
# OpenROAD 26Q1-2900-gdf79404cd8, Yosys 0.63+post, stock flow scripts
make -C /OpenROAD-flow-scripts/flow DESIGN_CONFIG=/design/flow/config.mk WORK_HOME=/design/flow/orfs finish
==> flow/config.mk <==
export PLATFORM = sky130hd
export DESIGN_NAME = sum7seg_hex
export DESIGN_NICKNAME = sum7seg_hex
export VERILOG_FILES = /design/flow/design.v
export SDC_FILE = /design/flow/constraint.sdc
export NUM_CORES = 4
export LEC_CHECK = 1
export CORE_AREA = 10 10 70 70
export DIE_AREA = 0 0 80 80
==> flow/constraint.sdc <==
current_design sum7seg_hex

set clk_period 5.4
set clk_io_pct 0.2

create_clock -name clk0 -period $clk_period

set non_clock_inputs [all_inputs -no_clocks]
set_input_delay [expr $clk_period * $clk_io_pct] -clock clk0 $non_clock_inputs
set_output_delay [expr $clk_period * $clk_io_pct] -clock clk0 [all_outputs]
==> flow_summary.yaml <==
# flow metrics
clock_tree:
  holdBufCountCts: 0
  cts_setup_buffers: 0
  cts_resized: 0
placement:
  io_buffers: 17
  placed_cells: 99
  place.gp.congestion: 0.751
  place_area_um2: 489
  hpwl_um: 718
critical_path:
  cp_cell_sequence: "clkdlybuf4s50_1, fa_1, inv_1, fa_1, fa_1, fa_2, nand2_1, nor2_1, o22a_1, clkdlybuf4s50_1"
  cpMostUsedCell: "fa_1"
  setup.worst_path.start_class: "primary input"
  end_kind: "primary output"
  cp_slowest_cell: "fa_2"
  criticalPathCategory: "in2out"
  cp.required_ps: 4320
  cpPeakStageDelay_ps: 690
  critPathMaxFanout: 13
  cp.arrival_ps: 4150
route:
  drt_iter0_drc: 2
  ant_nets: 0
  wl_um: 797
  drc: 0
  via_count: 307
  drt_first_pass_iters: 2
  insertedDiodeCount: 0
  routedWlPerCell_um: 8.05
  viasPerCell: 3.10
floorplanning:
  die_height_um: 80
  core_region_area_um2: 3420
  die-area_um2: 6400
  fp_util: 0.0875
  io_pins: 17
  chipWidth_um: 80
  num_rows: 21
global_route:
  groute.usage.overall: 0.0232
  grt_pass1_vias: 280
  grt_pass1_wl_um: 1260
  grt_antenna_before_repair: 0
  grt_overflow: 0
  grt_max_degree: 14
finish:
  fill_cells: 395
  seq_cells: 0
  area_growth_pct: 64.4
  flop_area_um2: 0
  clock_buffers: 0
  design_area_um2: 492
  drive_gt1_frac: 0.0377
  fin_cells: 99
final_timing:
  slew_viol_final: 0
  fin_crit_ps: 5230
  setup_viol: 0
  fin_crit_sh: 0.969
  max_freq_mhz: 191
  rsz0062_at_grt: "false"
  relSlewSlack: 0.739
  hold_viol: 0
  worstMarginPinSlew_ps: 391
  tns_ps: 0
logic_synthesis:
  synthTopCellsByArea: "fa_1 27%, inv_1 10%, buf_6 7.5%"
  ys_seq_frac: 0
  yosys_warnings: 0
  yosys_cells: 40
  synth.top_cell.area_share: 0.268
  synth_area_per_cell_um2: 7.48
  netlist_area_um2: 299
  yosysTopAreaCell: "fa_1"
  yosys_area_um2: 299
  postSynthCellCount: 40
  ys_types: 21
job:
  maxCapViolations: 0
  warnings: 32
worst_hold_path:
  holdPathStages: 4
  hp-class: "in2out"
status:
  status: "completed"
power_and_ir_drop:
  power_density_nw_per_um2: 187
  leakage_nw: 0.183
  vdd_drop_max_uv: 51.8
[path summary, 6_finish.rpt]
kind | start | to
worst max-delay path | x0 | led_b
worst min-delay path | y3 | led_h
[cell usage after synthesis, drive strengths merged (2+ instances only)]
| cell | instances |
|---|---|
| nor2 | 2 |
| inv | 8 |
| nand3 | 2 |
| nand3b | 2 |
| buf | 4 |
| o21ai | 2 |
| fa | 4 |
| nand2 | 3 |
| a21oi | 3 |
[layer usage]
metal	up-vias	global-route usage	part of all wire	wire length [µm]
li1	159	-	-	-
met3	0	0.00227	0.028	22
met5	-	0	0	0
met2	9	0.0433	0.51	407
met4	0	0	0	0
met1	139	0.0295	0.46	367
[final cells by class]
cell class | count | area [µm²] | share of cell area
multi-input cells | 28 | 234 | 0.476
repair buffers | 17 | 170 | 0.346
well taps | 46 | 57.6 | 0.117
inverters | 8 | 30.0 | 0.0611
[logic make-up (layout without fill, tap and decap cells)]
kind of cell,count (synthesis),count (layout),share of synthesized area
buffers and inverters,12,25,0.226
xor gates and xnor gates,1,1,0.0293
AOI/OAI and AO/OA,12,12,0.285
adders and majority gates,4,4,0.268
and+or+nand+nor,11,11,0.192
[per-stage QoR]
step                      hold WS (ps)  utilization  total power [W]  setup WS [ps]
after floorplan                   2340            -        0.0000532           1350
after global placement            3260        0.143        0.0000916            132
after detailed placement          3260        0.143        0.0000938           53.9
after CTS                         3270        0.143        0.0000942           41.0
after global routing              3330        0.144         0.000102           7.96
final                             3270        0.144        0.0000921            166
[where the power goes]
group | internal (W) | total, W | switching (W)
Combinational | 0.0000561 | 0.0000921 | 0.0000360
Sequential | 0 | 0 | 0
Clock | 0 | 0 | 0
Total | 0.0000561 | 0.0000921 | 0.0000360
[layout by cell type, fill, tap and decap left out, drive strengths merged, types with 2 or more instances in the layout]
cell           Yosys  layout
nand3b             2       2
a21oi              3       3
fa                 4       4
inv                8       8
o21ai              2       2
nand3              2       2
nand2              3       3
nor2               2       2
clkdlybuf4s50      0      17
[critical path, delay by kind of cell]
kind | cells | cell delay [ps]
compound gates | 1 | 170
fa+ha+maj | 4 | 1620
buf+inv | 3 | 1030
simple gates | 2 | 260
Power is estimated from default activity; no workload was simulated.
