==> /design/flow/design.v <==
module deco_7seg ( v, a,b,c,d,e,f,g);
  input [3:0]v;
  output a;
  output b;
  output c;
  output d;
  output e;
  output f;
  output g;
  wire s0;
  wire s1;
  wire s2;
  wire s3;
  assign s2 = ~ v[3];
  assign s1 = ~ v[2];
  assign s0 = ~ v[1];
  assign s3 = ~ v[0];
  assign a = ((v[0] & s0 & s1 & s2) | (s3 & s0 & v[2]));
  assign b = ((v[0] & s0 & v[2]) | (s3 & v[1] & v[2]));
  assign c = (s3 & v[1] & s1);
  assign d = ((v[0] & s0 & s1 & s2) | (s3 & s0 & v[2]) | (v[0] & v[1] & v[2]));
  assign e = (v[0] | (s0 & v[2]));
  assign f = ((v[0] & s1 & s2) | (v[0] & v[1]) | (v[1] & s1));
  assign g = ((v[0] & v[1] & v[2]) | (s0 & s1 & s2));
endmodule
==> /design/flow/run.sh <==
#!/bin/bash
# OpenROAD 26Q1-2900-gdf79404cd8, Yosys 0.63+post, stock flow scripts
make -C /OpenROAD-flow-scripts/flow DESIGN_CONFIG=/design/flow/config.mk WORK_HOME=/design/flow/orfs finish
==> /design/flow/config.mk <==
export PLATFORM = sky130hd
export DESIGN_NAME = deco_7seg
export DESIGN_NICKNAME = deco_7seg
export VERILOG_FILES = /design/flow/design.v
export SDC_FILE = /design/flow/constraint.sdc
export NUM_CORES = 4
export LEC_CHECK = 1
export CORE_AREA = 10 10 70 70
export DIE_AREA = 0 0 80 80
==> /design/flow/constraint.sdc <==
current_design deco_7seg

set clk_period 1.3
set clk_io_pct 0.2

create_clock -name clk0 -period $clk_period

set non_clock_inputs [all_inputs -no_clocks]
set_input_delay [expr $clk_period * $clk_io_pct] -clock clk0 $non_clock_inputs
set_output_delay [expr $clk_period * $clk_io_pct] -clock clk0 [all_outputs]
==> notes.md <==
Implementation run completed; key figures follow.

Synth:
- After technology mapping, the gate count stands at 19.
- The run puts the share of Yosys cell area claimed by the top area cell type at 15.3%.
- The run gives the yosys warning tally as 0.
- By area the synthesized netlist is led by sky130_fd_sc_hd__buf_6 (15%), sky130_fd_sc_hd__a2bb2oi_2 (10%), sky130_fd_sc_hd__or3_4 (7.6%), sky130_fd_sc_hd__and2b_2 (5.9%), sky130_fd_sc_hd__o2bb2ai_1 (5.9%).
- The run puts the mean instance size in the synthesized netlist at 7.77 um2.
- Post-synthesis, Yosys gives the total cell area as 148 um2.
- The run gives the netlist area before placement as 148 um2.
- The run gives the number of distinct library cells after synthesis as 18.
- The run puts the post-synthesis cell count from yosys at 19.
- The run gives the sequential share of the synthesized area as 0%.
- Looking at area per cell type in the netlist, the leader is sky130_fd_sc_hd__buf_6.

Finish:
- The run puts the fraction of the core area covered by cells at the end of the flow at 9.60%.
- The run gives the final non-filler cell total as 81.
- The run gives the sequential standard cell area as 0 um2.
- The run gives the fill cell instance count of the final layout as 418.
- The run puts the area added between synthesis and finish at 122%.
- Per the cell usage report, the commonest logic cell in the layout is sky130_fd_sc_hd__buf_4.
- The finished cells cover 328 um2.
- In the finished design the tool counted flip-flops and latches totalling 0.
- Ranking logic cells in the layout by count gives the top entries sky130_fd_sc_hd__buf_4 (8), sky130_fd_sc_hd__buf_2 (4), sky130_fd_sc_hd__buf_6 (3), sky130_fd_sc_hd__clkbuf_2 (3).
- The run gives the layout cell share with drive strength beyond 1 as 74.3%.
- The run gives the number of clock buffers in the layout as 0.

Pwr:
- VDD sags by at most 116 uV.
- The run gives the reported leakage power as 0.142 nW.
- The run puts the total design power at 0.0879 mW.
- In this run the power density over the cells is 268 nW/um2.

Drt:
- The run gives the sum of met3 wire segment lengths after detailed routing as 71 um.
- The run puts the count of antenna diodes in the layout at 0.
- The run puts the number of nets with antenna violations after detailed routing at 0.
- The run puts the number of vias per cell after detailed routing at 2.30.
- The run puts the violation tally from detailed-route iteration zero at 15.
- The run puts the iteration count of the initial detailed-routing pass at 2.
- The run gives the mean routed wirelength per cell as 7.65 um.
- The run puts the met1 layer wirelength in the final routing at 407 um.
- The run puts the total wire length after detailed routing at 620 um.
- The run gives the top metal layer carrying routed signals as met3.
- The run gives the met2 wire length as 141 um.
- The run puts the routed via count at 186.
- The run gives the DRC violation count after routing as 0.

Global routing:
- The run puts the wire length of the first global-routing pass at 903 um.
- In the global route stage, overall resource usage came out at 1.73%.
- For this run the aggregate overflow at the end of global routing stands at 0.
- The run puts the initial antenna violation count at 0.
- The run gives the number of global-route vias before repair as 160.
- Entering global routing, the biggest net connects 9 pins.

STA:
- The run puts the hold violation total from the final report at 0.
- The run gives the smallest setup slack after layout as 54.8 ps.
- The run gives the accumulated negative setup slack as 0 ps.
- The run gives the final worst hold slack as 853 ps.
- Per the final report, max-transition violations number 0.
- Checking max transition, the worst relative margin is 89.2%.
- The run puts the measured slew at the worst slew-check pin at 161 ps.
- The run puts the final critical-path share of the clock period at 95.8%.
- Subtracting the final worst setup slack from the clock period gives 1250 ps.
- Setup repair after global routing left no endpoint under its margin.
- Endpoints with negative setup slack in the final report add up to 0.
- Per the timing report, the achievable frequency comes out to 803 MHz.

Worst setup path:
- STA classifies the critical path startpoint as an input pin.
- Looking at the critical path, the single cell with the biggest stage delay is sky130_fd_sc_hd__or3_4.
- Broken down by cell family, the worst path's largest delay share belongs to simple AND/OR/NAND/NOR gates.
- The signal on the critical path passes through buf_4 -> or3_4 -> a2bb2oi_2 -> buf_2.
- The run puts the largest fanout on the critical path at 4.
- Data on the critical path is required at its endpoint by 1040 ps.
- Along the critical path, the tally of buffer and inverter instances is 2.
- The critical path in this run is classified as input pin to primary output.
- The run puts the cell count along the critical path at 4.
- The run puts the largest incremental delay on the critical path at 370 ps.
- The run puts the worst endpoint data arrival time at 990 ps.
- STA classifies the critical path endpoint as a primary output.

Worst hold path:
- In this run the worst hold path is classified as input pin to primary output.
- For hold timing, the worst endpoint is c.
- STA lists the startpoint of the worst hold path as v[2].
- The run puts the number of instances on the worst hold path at 4.

Floorplanning:
- The run puts the boundary pin count at 11.
- After floorplanning, the core was sized to cover 3420 um2.
- The run puts the standard-cell row count at 21.
- The run gives the effective utilization at floorplan as 4.32%.
- The run puts the vertical extent of the die at 80 um.
- According to the floorplan report, the die width is 80 um.
- The run gives the total die size as 6400 um2.

Job:
- The run puts the number of warnings in the stage logs at 33.
- The run gives the total of max-cap violations as 0.

Placed design:
- The run puts the number of port buffers at 11.
- Once placement completed, the tool counted placed cells totaling 77.
- The run gives the pre-CTS worst setup slack as -798 ps.
- The placement stage leaves a total instance area of 315 um2.
- The congestion estimate from routability-driven global placement came to 0.720.
- The run puts the sum of net half-perimeters after detailed placement at 499 um.

Clock tree:
- The run puts the total of hold buffers inserted after clock tree synthesis at 0.

Outcome:
- The run finished with clean final reports.
area by class of cell:
type / count / area (um2) / area share, %
inverter: 1 / 3.75 / 1.15
multi-input combinational: 15 / 128 / 38.9
tap: 46 / 57.6 / 17.6
timing repair buffer: 19 / 139 / 42.4
power breakdown:
group	internal (mW)	switching (mW)
registers	0	0
logic	0.0551	0.0328
clock network	0	0
total	0.0551	0.0328
cell usage after synthesis:
| master | count |
|---|---|
| sky130_fd_sc_hd__a21boi_0 | 1 |
| sky130_fd_sc_hd__xor2_1 | 1 |
| sky130_fd_sc_hd__buf_4 | 1 |
| sky130_fd_sc_hd__o2bb2ai_1 | 1 |
| sky130_fd_sc_hd__inv_1 | 1 |
| sky130_fd_sc_hd__o21bai_1 | 1 |
| sky130_fd_sc_hd__nor3_1 | 1 |
| sky130_fd_sc_hd__buf_6 | 2 |
| sky130_fd_sc_hd__or3_4 | 1 |
| sky130_fd_sc_hd__and2b_2 | 1 |
| sky130_fd_sc_hd__and2_1 | 1 |
| sky130_fd_sc_hd__or3b_1 | 1 |
| sky130_fd_sc_hd__nand3_1 | 1 |
| sky130_fd_sc_hd__nand2_1 | 1 |
| sky130_fd_sc_hd__a2bb2oi_2 | 1 |
| sky130_fd_sc_hd__or2_2 | 1 |
| sky130_fd_sc_hd__nand2b_1 | 1 |
| sky130_fd_sc_hd__a21oi_1 | 1 |
worst max path at each step:
stage | from | to | slack [ps]
4_1_cts | v[2] | a | -80
5_1_grt | v[0] | b | 8
6_report | v[1] | d | 50
routing by layer:
layer | track usage [%] | vias up
li1 | - | 98
met1 | 3.30 | 78
met2 | 1.44 | 10
met3 | 0.795 | 0
met4 | 0 | 0
met5 | 0 | -
timing repair:
action	in CTS	in global routing
pin swaps	4	4
resized	35	12
setup endpoints to repair	7	5
setup buffers	2	2
cell families after synthesis:
| logic type | count (synthesis) | share of synthesized area [%] |
|---|---|---|
| AND-OR/OR-AND | 5 | 29.7 |
| XOR/XNOR | 1 | 5.93 |
| buffers and inverters | 4 | 22.9 |
| AND/OR/NAND/NOR | 9 | 41.5 |
No activity file was given, so power comes from the tool's default toggle rates.
