## ./design.v

```verilog
module bin_2_bcd (carryout,out,d,u);
  input carryout;
  input [3:0] out;
  output [3:0]d;
  output [3:0]u;
  wire s0;
  wire s1;
  wire s2;
  wire s3;
  assign d[1] = ((carryout & out[2]) | (carryout & out[3]));
  assign s0 = ~ carryout;
  assign s1 = ~ out[3];
  assign s2 = ~ out[2];
  assign s3 = ~ out[1];
  assign d[2]=0;
  assign d[3]=0;
  assign d[0] = ((s0 & out[3] & out[1]) | (s0 & out[3] & out[2]) | (carryout & s1 & s2) | (out[3] & out[1] & out[2]));
  assign u[3] = ((s0 & out[3] & s3 & s2) | (carryout & s1 & out[1] & s2) | (carryout & out[3] & s3 & out[2]));
  assign u[2] = ((s0 & s1 & out[2]) | (s0 & out[1] & out[2]) | (carryout & s3 & s2) | (carryout & out[3] & s2));
  assign u[1] = ((carryout & out[0] & out[1] & out[2]) | (s0 & out[3] & s3 & out[2]) | (carryout & s1 & s3 & s2) | (carryout & out[3] & out[1] & s2) | (s0 & s1 & out[1]) | (s1 & out[1] & out[2]));
  assign u[0] = ((s0 & out[0]) | (s1 & out[0]) | (out[0] & s3) | (out[0] & s2));
endmodule
```

## ./run.sh

```bash
#!/bin/bash
# OpenROAD 26Q1-2900-gdf79404cd8, Yosys 0.63+post, stock flow scripts
make -C /OpenROAD-flow-scripts/flow DESIGN_CONFIG=/design/flow/config.mk WORK_HOME=/design/flow/orfs finish
```

## ./config.mk

```make
export PLATFORM = sky130hd
export DESIGN_NAME = bin_2_bcd
export DESIGN_NICKNAME = bin_2_bcd
export VERILOG_FILES = /design/flow/design.v
export SDC_FILE = /design/flow/constraint.sdc
export NUM_CORES = 4
export LEC_CHECK = 1
export CORE_AREA = 10 10 70 70
export DIE_AREA = 0 0 80 80
```

## ./constraint.sdc

```tcl
current_design bin_2_bcd

set clk_period 1.6
set clk_io_pct 0.2

create_clock -name clk0 -period $clk_period

set non_clock_inputs [all_inputs -no_clocks]
set_input_delay [expr $clk_period * $clk_io_pct] -clock clk0 $non_clock_inputs
set_output_delay [expr $clk_period * $clk_io_pct] -clock clk0 [all_outputs]
```

==> run summary <==
flow finished, numbers: outcome complete, no violations, routed wire length 685 microns, ys cells 27, hpwl dp roughly 550 microns, first-iteration detailed-routing DRC count 27, Synth warnings 0, placed insts approximately 84, WP data arrival 1.24 ns, Seq/Total Area, Yosys 0%, FMAX 642 MHz, CORE AREA 0.00342 sq mm, largest net degree at the start of global routing 10, count of cell types in the netlist 20, Max IR drop VDD about 0.028 mV, Setup-failing EPs final 0, Top cells excl fill/tap 7 x buf_4, 5 x dlygate4sd2_1, crit start category input port, share of layout cells above drive strength 1 between 40% and 50%, PwrDens 213 mW/mm^2, antenna viol nets, final 0, Hold Buf Count CTS 0, Pleak 0.000156 uW, Largest type area fraction 12.4%, Die Wd ~80 microns, OpenROAD warning count 32, DR pass1 iterations 3, die area 0.00640 sq mm, Total Routing Usage GR between 1.5 and 2%, Final min period 1.56 ns, maxcap violations 0, Setup WS post-layout approximately 0.04 ns, antenna violations before repair 0, antenna cells 0, Final Hold Violation Tally 0, I/O Buffers 11, Min-Delay Path Class in -> out, area growth from synthesis to layout 107%, flop count 0, Worst Path Required 1.28 ns, fin. max-slew vios 0, DRC 0, GRT overflow 0, highest-count logic cell in the final layout buf_4, clock buf count 0, main area contributors buf_4 12%, a21oi_1 8.3%, buf_6 6.2%, Place WS -0.670 ns, Critical Setup Path Class in -> out, post-DR vias/cell between 2 and 3, CP endpoint kind output pin, cell count after synthesis 27, die height around 80 microns, Reg area 0 sq um, fin cells around 86, Final TNS setup 0 ns, routability congestion estimate from global placement roughly 0.63, yosys stat area 181 sq um, Final Cycle Share 97.4%, DR vias 233, routed len/inst 7.97 microns, first-pass GRT wire length 1.02 mm, core utilization at floorplan approximately 5.3%, syn_area_per_cell between 6 and 7 sq um, largest area contributor in the netlist buf_4, vias in the first global route 232, Syn Std Cell Area about 180 sq um, Worst Setup SP out[1], CP Capture Point d[0], Fillers 404, crit-path max FO 6, Boundary Pins 13, final hold slack 1.07 ns, Cell Rows 21
==> cell usage after synthesis <==
cell type	count
or2b_1	1
o2bb2ai_1	1
maj3_2	1
xor2_1	1
inv_4	1
nor3b_1	1
a22o_1	1
and2b_1	1
o21ai_0	2
nor2_1	2
conb_1	1
buf_6	1
nand4_1	1
a41oi_1	1
and4_2	1
inv_1	2
a21oi_1	3
o211ai_1	1
buf_4	3
buf_2	1
==> worst min-delay path by stage <==
stage	from	to	cells after the start
final	out[2]	u[3]	3
after global routing	out[3]	u[0]	3
after CTS	out[3]	u[0]	3
==> power breakdown <==
| part | switching, uW | total (uW) | internal, uW | leakage, uW |
|---|---|---|---|---|
| Sequential | 0 | 0 | 0 | 0 |
| Combinational | 32.2 | 80.1 | 47.9 | 0.000156 |
| Clock | 0 | 0 | 0 | 0 |
| Total | 32.2 | 80.1 | 47.9 | 0.000156 |
==> routing by layer <==
metal | vias to the layer above | routed length (microns) | track usage, %
met3 | 0 | 89 | 0.682
met1 | 106 | 269 | 2.11
met4 | 0 | 0 | 0
met2 | 7 | 326 | 3.45
met5 | - | 0 | 0
li1 | 120 | - | -
==> worst max-delay path: stages <==
cell and delay (ns):
buf_6 0.11, buf_6 0.11, maj3_2 0.29, a22o_1 0.17, dlygate4sd2_1 0.23
==> cell type report <==
class | count | area, sq um | share of cell area, %
inverter | 3 | 13.8 | 3.67
multi-input combinational | 20 | 158 | 42.0
tap | 46 | 57.6 | 15.3
timing repair buffer | 17 | 146 | 39.0
==> metrics by stage <==
step	instance area [sq um]	total power, uW	util [%]
CTS	365	78.7	10.7
global route	375	88.0	11.0
detailed placement	344	77.7	10.1
finish	375	80.1	11.0
floorplan	185	35.1	-
global placement	344	77.1	10.1
==> kinds of logic (layout without fill, tap and decap cells) <==
| logic type | after synthesis | count (layout) | synth area share [%] |
|---|---|---|---|
| AND/OR/NAND/NOR | 7 | 7 | 25.5 |
| buffers and inverters | 8 | 20 | 29.0 |
| XOR/XNOR | 1 | 1 | 4.83 |
| AND-OR/OR-AND | 9 | 9 | 32.4 |
| adder cells (fa/ha/maj) | 1 | 1 | 6.21 |
| other | 1 | 2 | 2.07 |
==> what timing repair did <==
| item | in CTS | in global routing |
|---|---|---|
| resized | 37 | 1 |
| endpoints found under the setup margin | 6 | 4 |
| buffers inserted | 1 | 1 |
| pin swaps | 2 | 2 |
| cloned | 0 | 0 |
Power and IR drop assume default switching activity.
